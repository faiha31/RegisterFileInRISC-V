**design/flow/run.sh**
```bash
#!/bin/bash
# OpenROAD 26Q1-2900-gdf79404cd8, Yosys 0.63+post, stock flow scripts
make -C /OpenROAD-flow-scripts/flow DESIGN_CONFIG=/design/flow/config.mk WORK_HOME=/design/flow/orfs finish
```
**design/flow/config.mk**
```make
export PLATFORM = sky130hd
export DESIGN_NAME = RegisterFile
export DESIGN_NICKNAME = RegisterFile
export VERILOG_FILES = /design/flow/design.v
export SDC_FILE = /design/flow/constraint.sdc
export NUM_CORES = 4
export LEC_CHECK = 1
export CORE_UTILIZATION = 50
```
**design/flow/constraint.sdc**
```tcl
current_design RegisterFile

set clk_period 9.9
set clk_io_pct 0.2

create_clock -name clk0 -period $clk_period [get_ports {clk}]

set non_clock_inputs [all_inputs -no_clocks]
set_input_delay [expr $clk_period * $clk_io_pct] -clock clk0 $non_clock_inputs
set_output_delay [expr $clk_period * $clk_io_pct] -clock clk0 [all_outputs]
```
**design/flow/design.v**
```verilog
module RegisterFile(we, rst, clk,data,addr, enable_reg);
       input [5:0] addr;
       input we, rst, clk;
       inout  [31:0] data ;
       wire [31:0] r0v,r1v,r2v,r3v,r4v,r5v,r6v,r7v,r8v,r9v,r10v,r11v,r12v,r13v,r14v,r15v,r16v,r17v,r18v,r19v,r20v,r21v,r22v,r23v,r24v,r25v,r26v,r27v,r28v,r29v,r30v,r31v,r32v;
       wire [63:0] rd_select;
     input enable_reg;
     wire [31:0] mux_out;
      decoder_6_to_64 dec (addr,rd_select);
       bit_reg r0 (.r(r0v), .data(data), .we(rd_select[0] & we), .rst(rst), .clk(clk));
      bit_reg r1 (.r(r1v), .data(data), .we(rd_select[1] & we), .rst(rst), .clk(clk));
      bit_reg r2 (.r(r2v), .data(data), .we(rd_select[2] & we), .rst(rst), .clk(clk));
      bit_reg r3 (.r(r3v), .data(data), .we(rd_select[3] & we), .rst(rst), .clk(clk));
      bit_reg r4 (.r(r4v), .data(data), .we(rd_select[4] & we), .rst(rst), .clk(clk));
      bit_reg r5 (.r(r5v), .data(data), .we(rd_select[5] & we), .rst(rst), .clk(clk));
      bit_reg r6 (.r(r6v), .data(data), .we(rd_select[6] & we), .rst(rst), .clk(clk));
      bit_reg r7 (.r(r7v), .data(data), .we(rd_select[7] & we), .rst(rst), .clk(clk));
      bit_reg r8 (.r(r8v), .data(data), .we(rd_select[8] & we), .rst(rst), .clk(clk));
      bit_reg r9 (.r(r9v), .data(data), .we(rd_select[9] & we), .rst(rst), .clk(clk));
      bit_reg r10 (.r(r10v), .data(data), .we(rd_select[10] & we), .rst(rst), .clk(clk));
      bit_reg r11 (.r(r11v), .data(data), .we(rd_select[11] & we), .rst(rst), .clk(clk));
      bit_reg r12 (.r(r12v), .data(data), .we(rd_select[12] & we), .rst(rst), .clk(clk));
      bit_reg r13 (.r(r13v), .data(data), .we(rd_select[13] & we), .rst(rst), .clk(clk));
      bit_reg r14 (.r(r14v), .data(data), .we(rd_select[14] & we), .rst(rst), .clk(clk));
      bit_reg r15 (.r(r15v), .data(data), .we(rd_select[15] & we), .rst(rst), .clk(clk));
      bit_reg r16 (.r(r16v), .data(data), .we(rd_select[16] & we), .rst(rst), .clk(clk));
      bit_reg r17 (.r(r17v), .data(data), .we(rd_select[17] & we), .rst(rst), .clk(clk));
      bit_reg r18 (.r(r18v), .data(data), .we(rd_select[18] & we), .rst(rst), .clk(clk));
      bit_reg r19 (.r(r19v), .data(data), .we(rd_select[19] & we), .rst(rst), .clk(clk));
      bit_reg r20 (.r(r20v), .data(data), .we(rd_select[20] & we), .rst(rst), .clk(clk));
      bit_reg r21 (.r(r21v), .data(data), .we(rd_select[21] & we), .rst(rst), .clk(clk));
      bit_reg r22 (.r(r22v), .data(data), .we(rd_select[22] & we), .rst(rst), .clk(clk));
      bit_reg r23 (.r(r23v), .data(data), .we(rd_select[23] & we), .rst(rst), .clk(clk));
      bit_reg r24 (.r(r24v), .data(data), .we(rd_select[24] & we), .rst(rst), .clk(clk));
      bit_reg r25 (.r(r25v), .data(data), .we(rd_select[25] & we), .rst(rst), .clk(clk));
      bit_reg r26 (.r(r26v), .data(data), .we(rd_select[26] & we), .rst(rst), .clk(clk));
      bit_reg r27 (.r(r27v), .data(data), .we(rd_select[27] & we), .rst(rst), .clk(clk));
      bit_reg r28 (.r(r28v), .data(data), .we(rd_select[28] & we), .rst(rst), .clk(clk));
      bit_reg r29 (.r(r29v), .data(data), .we(rd_select[29] & we), .rst(rst), .clk(clk));
      bit_reg r30 (.r(r30v), .data(data), .we(rd_select[30] & we), .rst(rst), .clk(clk));
      bit_reg r31 (.r(r31v), .data(data), .we(rd_select[31] & we), .rst(rst), .clk(clk));
      bit_reg r32 (.r(r32v), .data(data), .we(rd_select[32] & we), .rst(rst), .clk(clk));
      bit_mux64to1  mux1 (.select(addr), .in0(r0v), .in1(r1v), .in2(r2v), .in3(r3v), .in4(r4v), .in5(r5v), .in6(r6v), .in7(r7v), .in8(r8v), .in9(r9v), .in10(r10v), .in11(r11v), .in12(r12v), .in13(r13v), .in14(r14v), .in15(r15v), .in16(r16v), .in17(r17v), .in18(r18v), .in19(r19v), .in20(r20v), .in21(r21v), .in22(r22v), .in23(r23v), .in24(r24v), .in25(r25v), .in26(r26v), .in27(r27v), .in28(r28v), .in29(r29v), .in30(r30v),.in31(r31v),.in32(r32v) ,.out(mux_out));
      assign data = (~we && enable_reg) ? mux_out : 32'bZ;
   endmodule
module decoder_6_to_64 (
    input [5:0] binary_in, 
    output reg [63:0] onehot_out
);
    integer i;
    always @(*) begin
        onehot_out = 64'b0;
        for (i = 0; i < 64; i = i + 1) begin
            onehot_out[i] = (i == binary_in);
        end
    end
endmodule
module bit_reg (
    input wire clk,        
    input wire rst,        
    input wire[31:0] data,       
    input wire we,         
    output reg [31:0]r           
);
    always @(posedge clk or posedge rst) begin
        if (rst) begin
            r <= 32'b0;   
        end else begin
            if (we) begin
                r <= data;   
            end
        end
    end
endmodule
module bit_mux64to1(
    input [5:0] select,
    input [31:0] in0, in1, in2, in3, in4, in5, in6, in7,
     in8, in9, in10, in11, in12, in13, in14, in15,
     in16, in17, in18, in19, in20, in21, in22, in23,
     in24, in25, in26, in27, in28, in29, in30, in31,
    in32, in33, in34, in35, in36, in37, in38, in39,
     in40, in41, in42, in43, in44, in45, in46, in47,
     in48, in49, in50, in51, in52, in53, in54, in55,
     in56, in57, in58, in59, in60, in61, in62, in63,
    output reg [63:0] out
);
    always @(*)
    begin
        case(select)
            6'b000000: out = in0;
            6'b000001: out = in1;
            6'b000010: out = in2;
            6'b000011: out = in3;
            6'b000100: out = in4;
            6'b000101: out = in5;
            6'b000110: out = in6;
            6'b000111: out = in7;
            6'b001000: out = in8;
            6'b001001: out = in9;
            6'b001010: out = in10;
            6'b001011: out = in11;
            6'b001100: out = in12;
            6'b001101: out = in13;
            6'b001110: out = in14;
            6'b001111: out = in15;
            6'b010000: out = in16;
            6'b010001: out = in17;
            6'b010010: out = in18;
            6'b010011: out = in19;
            6'b010100: out = in20;
            6'b010101: out = in21;
            6'b010110: out = in22;
            6'b010111: out = in23;
            6'b011000: out = in24;
            6'b011001: out = in25;
            6'b011010: out = in26;
            6'b011011: out = in27;
            6'b011100: out = in28;
            6'b011101: out = in29;
            6'b011110: out = in30;
            6'b011111: out = in31;
            6'b100000: out = in32;
            6'b100001: out = in33;
            6'b100010: out = in34;
            6'b100011: out = in35;
            6'b100100: out = in36;
            6'b100101: out = in37;
            6'b100110: out = in38;
            6'b100111: out = in39;
            6'b101000: out = in40;
            6'b101001: out = in41;
            6'b101010: out = in42;
            6'b101011: out = in43;
            6'b101100: out = in44;
            6'b101101: out = in45;
            6'b101110: out = in46;
            6'b101111: out = in47;
            6'b110000: out = in48;
            6'b110001: out = in49;
            6'b110010: out = in50;
            6'b110011: out = in51;
            6'b110100: out = in52;
            6'b110101: out = in53;
            6'b110110: out = in54;
            6'b110111: out = in55;
            6'b111000: out = in56;
            6'b111001: out = in57;
            6'b111010: out = in58;
            6'b111011: out = in59;
            6'b111100: out = in60;
            6'b111101: out = in61;
            6'b111110: out = in62;
            6'b111111: out = in63;
            default: out = 32'h00000000;  
        endcase
    end
endmodule
```
==> results_slide.txt <==
Flow Results at a Glance

Logic synthesis
  • Synth Seq Share: 68.80%
  • Synth warnings: 997
  • Post-synth EDFFs: 0
  • Max-area cell share: 68.80%
  • Synth Flop Type: dfrtp_1
  • Yosys synthesis chip area: 0.03841 mm²
  • Syn_area_per_cell: approximately 12 µm²
  • Syn Inst Count: 3271
  • Post-Syn Area: 0.03841 mm²
  • Synth flops: 1056
  • Synth area leader: dfrtp_1
  • Top cells, area: dfrtp_1 69%, clkbuf_1 11%, a22oi_1 3.3%
  • Post-synthesis async set-or-reset flop share: 100.0%
  • Netlist cell types: around 51
  • Yosys Instances: 3271

Worst setup path
  • Crit-path max cell delay: 650 ps
  • Req. time, crit path: 7920 ps
  • Worst EP arrival: 5620 ps
  • Crit-path most repeated cell: buf_4
  • Cells along the critical path: buf_2 > nor2b_4 > buf_4 > buf_4 > and2_1 > buf_4 > a22oi_1 > nand4_1 > o32a_1
  • Worst path slowest cell: and2_1
  • Setup crit end kind: primary output
  • Reg2Reg Setup Slack: 9390 ps
  • CP startpoint kind: input port
  • Max FO, Critical Path: 47
  • Critical path class: input port to primary output

Flow run
  • Max_cap viols: 0
  • Tool Warnings: 32

Run status
  • Outcome: complete, no violations

GRT
  • Initial antenna violation count: 0
  • GRT overflow: 0
  • Vias in the first global route: 20.71k
  • GR Util All Layers: 22.92%
  • Global-route wire length before repair: 127.0 mm
  • Pin count of the biggest net entering global routing: 141

Clock tree
  • CTS Root Cell: clkbuf_16
  • Clock Tree Buf Depth: 3
  • Skew-Pair Late Insertion Delay: 670 ps
  • Post-CTS Hold Fix Bufs: 0
  • TritonCTS clock tree: built
  • Number of buffers created by CTS: between 100 and 150
  • Postcts setup bufs: 0
  • Post-CTS sizing: 0
  • CTS H-tree depth: 3
  • Clk pin slew, worst setup/hold paths: 60 ps
  • Clock Sinks: approximately 1.1k

Routing
  • Routed Antenna Nets: 0
  • DR pass1 iterations: 5
  • Post-route DRC: 0
  • Via density per instance: 5.402
  • WL/cell: 24.06 µm
  • Via Count: 18.18k
  • Post-Route WL: 81.00 mm
  • Drt initial violations: 1256

Timing
  • Fin crit period: 7600 ps
  • Least-Margin Pin Slew: 1049 ps
  • Setup TNS: 0 ps
  • Relative slew slack: between 30 and 40%
  • Final setup vio count: 0
  • Fin. max-slew vios: 0
  • Tcrit/Tclk final: between 70% and 80%
  • Final hold violation count: 0
  • Clock skew: 0 ps
  • RSZ-0062 raised after global routing: no
  • Maximum clock frequency: ~130 MHz

Pwr
  • Reg power frac: roughly half
  • Maximum vdd ir drop: 141.6 µV
  • PD cells: 218.0 mW/mm²
  • Pleak: ~19 nW
  • Combinational Power Share: 2.8%
  • Clock power frac: 46.9%
  • Pint: 6.724 mW
  • Sw frac: 21.64%
  • Switching power: 1.856 mW

Floorplanning
  • Die height: 279.2 µm
  • Row cnt: 101
  • Core area: 0.07595 mm²
  • I/O pin cnt: 42
  • Die Area: around 0.08 mm²
  • Die Span X: 279.2 µm
  • Fp util: roughly 51%

Final layout
  • Final core utilization: 51.83%
  • P&R area growth vs syn: 2.502%
  • Ratio of cells with drive above 1 in the final layout: between 10% and 20%

Min path
  • Tightest Hold Check Type: register to register

Placed design
  • Gp weighted congestion: around 0.83
  • DP Wirelength: 46.60 mm
  • Port bufs: 7
cells by family after synthesis:
logic type	share of synthesized area, %
multiplexers	3.727
flip-flops	68.80
AND-OR/OR-AND	8.897
AND/OR/NAND/NOR	6.353
buffers and inverters	12.22
cells in the final DEF (no fill, tap or decap), types with 14 or more instances in the layout:
| master | n |
|---|---|
| a2bb2oi_1 | 24 |
| nand4_1 | 70 |
| clkbuf_8 | 14 |
| o22ai_1 | 18 |
| a22oi_1 | 170 |
| o32a_1 | 22 |
| o2111ai_1 | 33 |
| clkbuf_1 | 21 |
| buf_4 | 79 |
| clkbuf_16 | 107 |
| and3_1 | 20 |
| nor4_1 | 21 |
| a22o_1 | 43 |
| and2_1 | 15 |
| nand3_1 | 230 |
| or4_1 | 21 |
| mux2_2 | 45 |
| mux2i_1 | 89 |
| dfrtp_1 | 1056 |
| nor2_1 | 21 |
| clkinv_2 | 25 |
| o2bb2ai_1 | 54 |
| a2111oi_0 | 14 |
critical path, delay by kind of cell:
family                 cells  cell delay (ps)
buffers and inverters      4             2090
and+or+nand+nor            3             1120
AOI/OAI and AO/OA          2              350
cells in the mapped netlist, types with 2 or more instances:
master and n:
nor2_1 22, a22oi_1 170, o22ai_1 18, nor4bb_1 3, a2111oi_0 14, clkbuf_1 1147, buf_1 15, and3_1 20
nand3_1 230, nor4_1 22, mux2i_1 89, buf_4 6, o32a_1 22, nand4_1 70, nor4b_1 2, a22o_1 43
nor3_1 2, o2bb2ai_1 54, nand2_1 13, and2_0 2, a32o_1 2, nor2b_1 6, a2bb2oi_1 24, a32oi_1 11
o211ai_1 6, o21ai_0 10, mux2_2 45, dfrtp_1 1056, buf_6 6, and2_1 15, buf_2 43, a221o_1 2
a31oi_1 9, mux2_1 3, or4_1 21, o2111ai_1 33
power groups by stage:
stage	clock, mW	combinational [mW]	sequential, mW
6_report	4.02	0.240	4.32
4_1_cts	4.11	0.247	4.32
5_1_grt	4.28	0.266	4.31
metal layers:
metal  track usage (%)  wire [µm]  share of wire [%]
met1             36.48      35590                 44
met2             30.44      34780                 43
met3             11.54       9091                 11
met4             3.776       1421                1.8
met5             1.001        113               0.14
through the flow:
| step | setup slack, ps | instance area [µm²] | std cells | hold WS (ps) | power [mW] |
|---|---|---|---|---|---|
| after floorplan | -6642 | 38410 | 3271 | 421.1 | 4.556 |
| after global placement | 2343 | 35800 | 3172 | 357.1 | 4.635 |
| after detailed placement | 2340 | 35800 | 3172 | 358.4 | 4.640 |
| after CTS | 2326 | 39360 | 3364 | 371.4 | 8.670 |
| after global routing | 2143 | 39360 | 3364 | 374.7 | 8.862 |
| final | 2300 | 39370 | 3366 | 368.1 | 8.580 |
layout make-up:
class | count | area, µm²
Sequential cell | 1056 | 26430
Clock buffer | 142 | 2949
Inverter | 1 | 7.507
Clock inverter | 50 | 618.1
Multi-Input combinational cell | 997 | 7380
Fill cell | 5913 | 36580
Tap cell | 1030 | 1289
Timing Repair Buffer | 88 | 694.4
Antenna cell | 2 | 5.005
final timing paths:
check	startpoint	to	cells after the start
setup / recovery	addr[0]	data[23]	9
hold / removal	r13.r[2]$_DFFE_PP0P_	r13.r[2]$_DFFE_PP0P_	0
setup reg to reg	r30.r[28]$_DFFE_PP0P_	r30.r[28]$_DFFE_PP0P_	0
hold reg to reg	r13.r[2]$_DFFE_PP0P_	r13.r[2]$_DFFE_PP0P_	0
max in group asynchronous	rst	r11.r[16]$_DFFE_PP0P_	5
min in group asynchronous	rst	r21.r[27]$_DFFE_PP0P_	2
Power figures rest on the tool's default switching activity, not on a simulated workload.
